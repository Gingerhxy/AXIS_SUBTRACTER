==> ./run.sh <==
#!/bin/bash
# OpenROAD 26Q1-2900-gdf79404cd8, Yosys 0.63+post, stock flow scripts
make -C /OpenROAD-flow-scripts/flow DESIGN_CONFIG=/design/flow/config.mk WORK_HOME=/design/flow/orfs finish
==> ./config.mk <==
export PLATFORM = sky130hd
export DESIGN_NAME = axis_control
export DESIGN_NICKNAME = axis_control
export VERILOG_FILES = /design/flow/design.v
export SDC_FILE = /design/flow/constraint.sdc
export NUM_CORES = 4
export LEC_CHECK = 1
export CORE_AREA = 10 10 132 132
export DIE_AREA = 0 0 142 142
==> ./constraint.sdc <==
current_design axis_control

set clk_period 4.3
set clk_io_pct 0.2

create_clock -name clk0 -period $clk_period [get_ports {clk}]

set non_clock_inputs [all_inputs -no_clocks]
set_input_delay [expr $clk_period * $clk_io_pct] -clock clk0 $non_clock_inputs
set_output_delay [expr $clk_period * $clk_io_pct] -clock clk0 [all_outputs]
==> ./design.v <==
module axis_control(
	input wire clk,
	input wire rst_n,
    input  [31:0] s_axis_a_tdata,
    input         s_axis_a_tlast,
    output        s_axis_a_tready,
    input         s_axis_a_tvalid,
    input  [31:0] s_axis_b_tdata,
    input         s_axis_b_tlast,
    output        s_axis_b_tready,
    input         s_axis_b_tvalid,
    output [31:0] m_axis_result_tdata,
    output        m_axis_result_tlast,
    input         m_axis_result_tready,
    output        m_axis_result_tvalid,
    output [31:0] A,
    output [31:0] B,
    input  [31:0] S
	);
    reg [31:0] A_FIFO; 
    reg A_VALID;
    reg A_LAST;
    reg [31:0] B_FIFO; 
    reg B_VALID;
    reg B_LAST;
    wire A_FIFO_FULL;
    wire B_FIFO_FULL;
    wire A_FIFO_wen;
    wire B_FIFO_wen;
    assign A = A_FIFO;
    assign B = B_FIFO;
    assign m_axis_result_tdata = S;
    assign m_axis_result_tlast = A_LAST;  
    assign m_axis_result_tvalid = A_VALID && B_VALID;
    assign s_axis_a_tready = rst_n&&(!A_FIFO_FULL);
    assign A_FIFO_wen = s_axis_a_tready && s_axis_a_tvalid;
    assign A_FIFO_FULL = (!(m_axis_result_tready && A_VALID && B_VALID))&&A_VALID;
    always @(posedge clk or negedge rst_n) begin
        if (!rst_n) begin
            A_FIFO  <= 32'b0;
            A_VALID <= 0;
            A_LAST  <= 0;
        end
        else if (A_FIFO_wen) begin
            A_FIFO  <= s_axis_a_tdata;
            A_VALID <= s_axis_a_tvalid;
            A_LAST  <= s_axis_a_tlast;
        end
        else if (!A_FIFO_FULL) begin
            A_FIFO  <= A_FIFO;
            A_VALID <= 0;
            A_LAST  <= 0;
        end
        else begin
            A_FIFO  <= A_FIFO;
            A_VALID <= A_VALID;
            A_LAST  <= A_LAST;
        end
    end
    assign s_axis_b_tready = !B_FIFO_FULL;
    assign B_FIFO_wen = s_axis_b_tready && s_axis_b_tvalid;
    assign B_FIFO_FULL = (!(m_axis_result_tready && A_VALID && B_VALID))&&B_VALID;
    always @(posedge clk or negedge rst_n) begin
        if (!rst_n) begin
            B_FIFO  <= 32'b0;
            B_VALID <= 0;
            B_LAST  <= 0;
        end
        else if (B_FIFO_wen) begin
            B_FIFO  <= s_axis_b_tdata;
            B_VALID <= s_axis_b_tvalid;
            B_LAST  <= s_axis_b_tlast;
        end
        else if (!B_FIFO_FULL) begin
            B_FIFO  <= B_FIFO;
            B_VALID <= 0;
            B_LAST  <= 0;
        end
        else begin
            B_FIFO  <= B_FIFO;
            B_VALID <= B_VALID;
            B_LAST  <= B_LAST;
        end
    end
endmodule
==> metrics.yaml <==
routing:
  postRouteAntennaNets: 0
  wire_per_inst_um: 15.57
  drcViolationCount: 0
  drtIter0Drc: 70
  dr.pass1.iters: 2
  routed_wl_um: 7487
  viasPerCell: 3.726
  diodes: 0
  vias: 1792
logic_synthesis:
  topCellsByArea: "dfrtp_1 55%, mux2_4 29%, buf_4 7.9%"
  ys_area_sq_mm: 0.003058
  yosysWarnings: 1
  yosysTopAreaCell: "dfrtp_1"
  synth_cell_types: 16
  yosys.area.top_type_share_pct: 54.83
  syn-cell-area_sq_mm: 0.003058
  ys_seq_share_pct: 54.83
  syn_inst: 181
  ys_cells: 181
  synth_flops: 67
  synth.avg_cell_area_sq_um: 16.89
worst_setup_path:
  cp.arrival_ns: 2.21
  endpoint_kind: "output pin"
  path_cells: "clkdlybuf4s50_1, a21boi_4, and2b_1, clkdlybuf4s50_1"
  crit_path_top_delay_cell: "clkdlybuf4s50_1"
  max_stage_delay_ns: 0.49
  path_common_cell: "clkdlybuf4s50_1"
  r2r_slack_ns: 2.33
  required_ns: 3.44
  r2r_cells: 4
  crit_path_max_fanout: 5
  worstReg2RegStart: "A_VALID$_DFFE_PN0P_"
  reg2reg_to: "A_FIFO[16]$_DFFE_PN0P_"
  critPathKind: "input port to output pin"
  cp-start-kind: "input port"
finish:
  drive_above_1_share_pct: 28.28
  final_util_pct: 31.88
  area_growth_pct: 51.51
final_timing:
  slew_headroom_pct: 57.73
  fin_skew_ns: 0.005821
  setup_viol: 0
  post-route-period-util_pct: 71.46
  setup_tns_ns: 0
  fin_ws_ns: 1.227
  tightest_slew_ns: 0.6326
  final-max-slew-violation-count: 0
  rsz0062_at_grt: "false"
  min_period_ns: 3.073
  fmax_mhz: 325.4
  hold_viol: 0
cts:
  tritoncts: "built"
  clock-sinks: 67
  post-cts-setup-buffers: 0
  cts_max_path_buffers: 2
  clk-insertion-delay-late_ns: 0.33
  holdBufCountCts: 0
  cts_root_buf: "clkbuf_16"
  htreeDepth: 3
  clk_pin_slew_ns: 0.05
  cts-buffers-inserted: 9
  cts_resized: 0
die:
  core_sq_mm: 0.01453
  fp_util_pct: 21.04
  io_pins: 203
  die.size.y_um: 142
  rows: 44
  die-area_sq_mm: 0.02016
  die_w_um: 142
grt:
  antenna_found_initial: 1
  grt_pass1_vias: 2076
  grt_usage_pct: 7.456
  grt.overflow.total: 0
  grt_pass1_wl_um: 12000
  grt_max_degree: 41
power_and_ir_drop:
  p_per_area_mw_per_mm2: 474.4
  leakagePower_nw: 2.029
  peakVddDrop_mv: 0.1671
outcome:
  status: "finished, final reports clean"
placement:
  routabilityCongestion: 0.7378
  dp_hpwl_um: 5531
  port_buffers: 137
  dp_slack_ns: 1.227
run:
  warnings: 26
  cap_violations: 0
min_path:
  min_path_type: "input port to async pin"
==> registers in the layout (all words and copies together), names as in the netlist <==
| name | count |
|---|---|
| A_FIFO | 32 |
| A_LAST | 1 |
| A_VALID | 1 |
| B_FIFO | 32 |
| B_VALID | 1 |
==> cells by family (layout without fill, tap and decap cells) <==
kind of cell           count (synthesis)  count (layout)  synth area share, %
AOI/OAI and AO/OA                      3               3                1.309
buffers and inverters                 38             154                10.92
DFF                                   67              67                54.83
muxes                                 64              64                30.93
and+or+nand+nor                        9               9                2.005
==> cells in the final DEF (no fill, tap or decap) <==
master / n
nand3_1: 1
bufinv_16: 1
and2b_1: 1
o21ai_0: 1
nand2_4: 1
clkdlybuf4s50_1: 136
clkinv_2: 1
nor2_4: 1
dfrtp_1: 67
nand2_1: 2
clkbuf_1: 2
a21bo_4: 1
and2_1: 1
buf_4: 3
a21boi_4: 1
mux2_4: 60
clkbuf_8: 2
nand2b_1: 2
mux2_2: 4
clkbuf_16: 9
==> metrics by stage <==
stage               area [sq um]  cells  hold slack [ns]  power (mW)
CTS                         4633    481           0.4598       2.254
global route                4633    481           0.4756       2.336
floorplan                   3058    181           0.4257       1.093
detailed placement          4338    466           0.4781       1.491
global placement            4338    466           0.4827       1.491
finish                      4633    481           0.4606       2.198
==> power breakdown <==
| part | internal [mW] | total, mW | switching (mW) |
|---|---|---|---|
| combinational | 0.494 | 0.612 | 0.118 |
| clock | 0.476 | 0.729 | 0.253 |
| sequential | 0.779 | 0.857 | 0.0785 |
| total | 1.75 | 2.20 | 0.449 |
==> worst max path at each step <==
stage               startpoint  depth (start not counted)               to
6_report  m_axis_result_tready                          4  s_axis_a_tready
4_1_cts   m_axis_result_tready                          4  s_axis_a_tready
5_1_grt   m_axis_result_tready                          4  s_axis_a_tready
==> layer usage <==
metal	GRT usage, %	routed length (um)	up-vias
met5	0	7	-
met4	1.883	146	2
met2	9.862	2941	99
met3	4.472	1033	22
li1	-	-	803
met1	10.14	3358	866
==> synth_stat cells, drive strengths merged <==
cell type  number
buf            38
nand2b          2
dfrtp          67
and2            1
a21bo           1
and2b           1
a21boi          1
o21ai           1
mux2           64
nand2           3
nand3           1
nor2            1
==> critical path: cells and delay by family <==
family / cells / cell delay (ns)
simple gates: 1 / 0.21
buf+inv: 2 / 0.89
compound gates: 1 / 0.25
==> layout make-up <==
class                      count  area, sq um
timing repair buffer         139         1384
clock inverter                 2        35.03
fill                        1416         9901
multi-input combinational     76         1047
clock buffer                  13        260.3
sequential                    67         1677
tap                          184        230.2
No activity file was given, so power comes from the tool's default toggle rates.
